File: config.mk
export PLATFORM = sky130hd
export DESIGN_NAME = FSM
export DESIGN_NICKNAME = FSM
export VERILOG_FILES = /design/flow/design.v
export SDC_FILE = /design/flow/constraint.sdc
export NUM_CORES = 4
export LEC_CHECK = 1
export CORE_AREA = 10 10 70 70
export DIE_AREA = 0 0 80 80
File: constraint.sdc
current_design FSM

set clk_period 1.7
set clk_io_pct 0.2

create_clock -name clk0 -period $clk_period [get_ports {clk}]

set non_clock_inputs [all_inputs -no_clocks]
set_input_delay [expr $clk_period * $clk_io_pct] -clock clk0 $non_clock_inputs
set_output_delay [expr $clk_period * $clk_io_pct] -clock clk0 [all_outputs]
File: design.v
`timescale 1ns / 1ps
module FSM(input clk,rst,seq_in,
           output det_out);
     parameter IDLE = 4'b000,
               S0 = 4'b001,
               S1 = 4'b010,
               S2 = 4'b011,
               S3 = 4'b100,
               S4 = 4'b101;
 reg [2:0] present,next;
 always @ (posedge clk)
      begin
        if (rst)
          present<=IDLE;
        else
          present<=next;
      end
always @(present,seq_in)
 begin
   next=IDLE;  
   case (present)
     IDLE: begin if(seq_in) next = S0; 
                 else next =IDLE;end
     S0 : begin if(~seq_in) next = S1;
                else next = S0; end
     S1 : begin if(seq_in) next = S2;
                else next =IDLE; end
     S2 : begin if(seq_in) next = S3;
                else next = S0;end
     S3 : begin if(~seq_in) next = S4; 
                else next =S0;end
     S4 : begin if(seq_in) next = S0; 
                else next = IDLE;end
   endcase
 end
  assign det_out = (present == S4)? 1:0;
endmodule
File: run.sh
#!/bin/bash
# OpenROAD 26Q1-2900-gdf79404cd8, Yosys 0.63+post, stock flow scripts
make -C /OpenROAD-flow-scripts/flow DESIGN_CONFIG=/design/flow/config.mk WORK_HOME=/design/flow/orfs finish
==> flow_summary.rst <==
Synthesis and place-and-route
=============================

.. list-table::
   :header-rows: 1

   * - Metric
     - Value
   * - Fraction of final layout cells sized beyond drive strength 1
     - a little under a quarter
   * - Placed Area
     - 272.8 sq um
   * - Worst path arrival time
     - roughly 1.1 ns
   * - Chip area estimate from yosys synthesis
     - between 150 and 200 sq um
   * - Final hold violations
     - 0
   * - Leading cell types in the layout, fill and taps excluded
     - dfxtp_1, clkbuf_4, clkdlybuf4s50_1, nor3b_1, and3b_2
   * - Tally of OpenROAD warnings
     - 25
   * - Final setup violation count
     - 0
   * - Diodes inserted
     - 0
   * - Placement row count
     - 21
   * - Drt first pass iters
     - 2
   * - Kind of start point of the critical path
     - register
   * - Number of library cell types mapped by synthesis
     - 8
   * - CTS root buf
     - clkbuf_4
   * - Post-detailed-route via-to-cell ratio
     - between 2 and 2.5
   * - Weighted congestion at the end of routability-driven global placement
     - between 0.6 and 0.7
   * - Worst slack on hold paths
     - between 0.4 and 0.5 ns
   * - Cell type group with the largest total delay on the critical path
     - buffers and inverters
   * - Crit Path Max Fanout
     - 3
   * - TritonCTS buffer count
     - 3
   * - Post-detailed-route DRC marker count
     - 0
   * - Most common library cell in the layout ignoring fill and taps
     - dfxtp_1
   * - Kind of capture point of the worst setup path
     - output port
   * - Remaining global-route overflow
     - 0
   * - Post-synth seq share
     - 64.86%
   * - Setup repair after global routing missed its margin
     - no
   * - Tcrit/Tclk final
     - 83.83%
   * - Ordered list of cells on the worst path
     - clkdlybuf4s50_1
   * - Number of violations of the max-capacitance limit
     - 0
   * - Startpoint of the most critical register-to-register path
     - present[3]
   * - Min-Delay Startpoint
     - present[3]
   * - Pin count of the biggest net entering global routing
     - 8
   * - Area of the chip
     - about 0.0064 sq mm
   * - Post-Synthesis Cells
     - 15
   * - Cell resize tally after clock tree synthesis
     - 0
   * - Worst Hold Endpoint
     - present[2]
   * - Number of hold buffers added after CTS
     - 0
   * - Worst relative slew slack
     - around 83%
   * - IR Drop Worst-Case VDD
     - between 0.3 and 0.4 mV
   * - Synthesized area divided by synthesized cell count
     - approximately 12 sq um
   * - # Cells Yosys
     - 15
   * - Largest stage delay, worst path
     - roughly 0.5 ns
   * - Final instance area
     - between 200 and 300 sq um
   * - Fmax achieved
     - around 700 MHz
   * - Destination of the worst register-to-register timing path
     - present[3]
   * - Clock period minus worst slack
     - about 1.4 ns
   * - Global router's overall resource usage
     - 1.625%
   * - Total clock sinks
     - 6
   * - Non-filler cells, final
     - 67
   * - Die X
     - 80 um
   * - Skew final
     - 0.005295 ns
   * - Initial Utilization
     - between 5 and 6%
   * - Setup Buffers After CTS
     - 0
   * - Number of flip-flops and latches in the synthesized netlist
     - 6
   * - Max reg flops
     - 6
   * - Max-slew violation total from the final report
     - 0
   * - Detailed router's first-iteration violation count
     - 3
   * - Total number of yosys warnings
     - 1
   * - Port Buffers
     - 3
   * - Power density cells
     - 993.4 mW/mm^2
   * - Result of the run
     - finished clean
   * - Hold/Removal Path Class
     - reg2reg
   * - Library cell contributing the largest single delay on the critical path
     - clkdlybuf4s50_1
   * - Number of primary I/O pins
     - 4
   * - Registers with the most flip-flops
     - present x6
   * - Clock network latency to the later pin of the worst-skew pair
     - around 0.25 ns
   * - Setup slack on the worst flop-to-flop path
     - around 0.91 ns
   * - Number of stages on the worst hold path
     - 1
   * - Area of the core region
     - about 0.0034 sq mm
   * - First-pass GRT wire length
     - 759 um
   * - Power, Total
     - a little under 300 uW
   * - Logic depth of the worst register-to-register path
     - 2
   * - Leak pwr
     - slightly below 0.1 nW
   * - Transition time at the pin with the least slew margin
     - about 0.25 ns
   * - Post-synthesis instance area
     - ~190 sq um
   * - Post-route setup TNS
     - 0 ns
   * - Die span in y
     - 80 um
   * - Layout Area Growth over Synthesis
     - 59.46%
   * - Buffers from clock root to sink, at most
     - 2
   * - Combined buffer and inverter count along the critical path
     - 1
   * - Worst setup path category
     - reg2out
   * - Number of placed instances, taps included
     - approximately 64
   * - Final WS setup
     - between 0.2 and 0.3 ns
   * - Setup Slack @ Placement
     - about 0.38 ns
   * - CP Data Required Time
     - ~1.4 ns
   * - Residual antenna-violating net count after detailed routing
     - 0
   * - Register with the most flip-flops
     - present
   * - Clock slew at reported path FFs
     - approximately 0.05 ns
   * - Clock tree from TritonCTS
     - built
   * - Vias in the first global route
     - ~160
   * - HPWL Detailed
     - about 310 um
   * - Initial antenna violation count
     - 0
   * - Post-route core utilization
     - 8.645%
   * - # H-tree levels
     - 1
   * - Post-detailed-routing wire length
     - 437 um
   * - Number of vias after detailed routing
     - 141
   * - Wire length per cell
     - about 6.5 um
-- where the power goes --
group / total [mW] / internal [mW] / leakage, nW / switching (mW)
clock network: 0.131 / 0.0798 / 0.0138 / 0.0514
logic: 0.0146 / 0.00833 / 0.0349 / 0.00626
registers: 0.148 / 0.145 / 0.0490 / 0.00211
-- layer usage --
| layer | up-vias | track usage, % | part of all wire (%) |
|---|---|---|---|
| met5 | - | 0 | 0 |
| met1 | 65 | 1.941 | 55 |
| met3 | 0 | 2.045 | 17 |
| met2 | 7 | 1.685 | 27 |
| li1 | 69 | - | - |
| met4 | 0 | 0.3521 | 0 |
-- worst max-delay path by stage --
stage / start / endpoint / cells after the start
CTS: present[4] / det_out / 1
global route: present[4] / det_out / 1
finish: present[4] / det_out / 1
-- cell families (layout without fill, tap and decap cells) --
family	Yosys count	count (layout)	synth area share, %
AND-OR/OR-AND	2	2	8.111
buffers and inverters	0	6	0
flip-flops	6	6	64.87
AND/OR/NAND/NOR	7	7	27.02
-- Yosys cell counts --
master	number	area (sq um)
nor2_1	1	3.750
nor3_1	1	5.000
a211oi_1	1	7.510
nor3b_1	2	15.01
dfxtp_1	6	120.1
o21bai_1	1	7.510
and3b_2	2	20.02
nor4_1	1	6.260
-- cell type report --
type / count / area (sq um)
tap: 46 / 57.56
sequential: 6 / 120.1
timing repair buffer: 3 / 30.03
clock buffer: 3 / 22.52
multi-input combinational: 9 / 65.06
fill: 406 / 3120
Power and IR drop assume default switching activity.
